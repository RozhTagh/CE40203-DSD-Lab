==> /design/flow/design.v <==
module ComplexALU(
    input wire [31:0] operand1,
    input wire [31:0] operand2,
    input wire [3:0] opcode,
    output reg [31:0] result
);
always @(*) begin
    case(opcode)
        4'b0000: begin 
            result[31:16] = operand1[31:16] + operand2[31:16];
            result[15:0] = operand1[15:0] + operand2[15:0];
        end
        4'b0001: begin 
            result[31:16] = operand1[31:16] - operand2[31:16];
            result[15:0] = operand1[15:0] - operand2[15:0];
        end
        4'b0010: begin  
            result[31:16] = (operand1[31:16] * operand2[31:16]) - (operand1[15:0] * operand2[15:0]);
            result[15:0] = (operand1[31:16] * operand2[15:0]) + (operand1[15:0] *operand2[31:16]);
        end
        default:  
            result = 32'h0;
    endcase
end
endmodule
module InstructionMemory(
	input clk,
    input wire [4:0] address,
    output reg [15:0] instruction
);
reg [15:0] memory [31:0];
initial begin
	memory[0] = 16'h0013;
    memory[1] = 16'h1304;  
    memory[2] = 16'h2016;  
end
always @(*) begin
    instruction <= memory[address];
end
endmodule
module Processor(
    input wire clk,
    output reg [4:0] pc,
    output wire [31:0] result,
    output wire [15:0] instruction,
    output wire [31:0] data_1,
    output wire [31:0] data_2
);
InstructionMemory instr_memory(
	.clk(clk),
    .address(pc),
    .instruction(instruction)
);
RegisterFile reg_file_inst(
    .clk(clk),
    .read_addr1(instruction[11:8]),
    .read_addr2(instruction[7:4]),
    .write_addr(instruction[3:0]),
    .write_enable(1'b1),
    .write_data(result),
    .read_data1(data_1),
    .read_data2(data_2)
);
ComplexALU alu(
    .operand1(data_1),
    .operand2(data_2),
    .opcode(instruction[15:12]),
    .result(result)
);
always @(posedge clk) begin
    pc <= pc + 1;
end
endmodule
module RegisterFile(
    input wire clk,
    input wire [4:0] read_addr1,
    input wire [4:0] read_addr2,
    input wire [4:0] write_addr,
    input wire write_enable,
    input wire [31:0] write_data,
    output reg [31:0] read_data1,
    output reg [31:0] read_data2
);
reg [31:0] registers [15:0];
initial begin
    registers[0] = 32'h00010002;  
    registers[1] = 32'h00030004;  
end
always @(*) begin
	read_data1 <= registers[read_addr1];
    read_data2 <= registers[read_addr2];
end
always @(posedge clk) begin
	if (write_enable) begin
        registers[write_addr] <= write_data;
    end
end
endmodule
==> /design/flow/run.sh <==
#!/bin/bash
# OpenROAD 26Q1-2900-gdf79404cd8, Yosys 0.63+post, stock flow scripts
make -C /OpenROAD-flow-scripts/flow DESIGN_CONFIG=/design/flow/config.mk WORK_HOME=/design/flow/orfs finish
==> /design/flow/config.mk <==
export PLATFORM = sky130hd
export DESIGN_NAME = Processor
export DESIGN_NICKNAME = Processor
export VERILOG_FILES = /design/flow/design.v
export SDC_FILE = /design/flow/constraint.sdc
export NUM_CORES = 4
export LEC_CHECK = 1
export CORE_UTILIZATION = 50
==> /design/flow/constraint.sdc <==
current_design Processor

set clk_period 23.7
set clk_io_pct 0.2

create_clock -name clk0 -period $clk_period [get_ports {clk}]

set non_clock_inputs [all_inputs -no_clocks]
set_input_delay [expr $clk_period * $clk_io_pct] -clock clk0 $non_clock_inputs
set_output_delay [expr $clk_period * $clk_io_pct] -clock clk0 [all_outputs]
==> flow_metrics.py <==
# Flow results
metrics = {
    "grt": {
        "grt_pass1_vias": 17621,
        "antenna_found_initial": 0,
        "grtUsageMet1": 0.5702,
        "met2_usage": 0.5002,
        "gr-total-overflow": 0,
        "grt_pass1_wl_um": 113100,
        "grtUsageTotal": 0.3840,
        "grt_max_degree": 41,
        "grt_use_met3": 0.2009,
        "busiest_layer": "met1",
    },
    "final_timing": {
        "slew_violations": 0,
        "max_freq_mhz": 70.70,
        "setup_ws_ps": 9557,
        "period_needed_ps": 14140,
        "post-route-period-util": 0.5968,
        "finalSetupTns_ps": 0,
        "hold_slack_ps": 444.9,
        "setup_violations": 0,
        "tightest_slew_ps": 877.7,
        "max-slew-margin-rel": 0.4087,
        "finClkSkew_ps": 7.285,
        "hold_violations": 0,
        "rsz0062_at_grt": "false",
    },
    "finish": {
        "drive_above_1_share": 0.06594,
        "lay_top_count": "inv_1",
        "finalInstanceArea_mm2": 0.02414,
        "final_cell_mix": "473 x inv_1, 406 x nor2_1, 374 x fa_1",
        "syn2layout_area_growth_pct": 10.26,
    },
    "yosys": {
        "synth_flops": 105,
        "syn_area_mm2": 0.02190,
        "yosysChipArea_mm2": 0.02190,
        "synthCells": 2365,
        "synth-main-ff-cell": "edfxtp_1",
        "area_leaders": "fa_1 34%, edfxtp_1 13%, ha_1 13%",
        "avgSynthCellArea_um2": 9.259,
        "ys_cells": 2365,
        "top_cell_area_share": 0.3419,
        "top_area_cell": "fa_1",
        "synth_cell_types": 59,
        "async_flop_share": 0,
        "synth_warnings": 7,
        "edf_count": 96,
        "postSynthSeqShare": 0.1399,
    },
    "cts": {
        "cts_made_buffers": 9,
        "postCtsResizedCells": 0,
        "clkLatencyLatePin_ps": 360,
        "cts_setup_buffers": 0,
        "clk_pin_slew_worst_paths_ps": 70,
        "holdBufCountCts": 0,
        "clockRootBuffer": "clkbuf_16",
        "cts_tree": "built",
        "clk_path_buf_depth": 2,
        "cts_max_level": 3,
        "clkSinkCount": 105,
    },
    "place": {
        "place.gp.congestion": 1.026,
        "hpwl_um": 56180,
        "preCtsSetupSlack_ps": 9956,
        "port_buffers": 109,
        "place_area_mm2": 0.02385,
    },
    "drt": {
        "wl_per_cell_um": 24.59,
        "drtAntennaViolNets": 0,
        "vias_per_cell": 5.455,
        "wl_um": 75240,
        "route.detailed.drc": 0,
        "vias": 16686,
        "firstDrtPassIters": 6,
        "first_iter_violations": 1068,
    },
    "run_status": {
        "status": "completed",
    },
    "min_path": {
        "whs_path_depth": 1,
        "hp-class": "register to register",
        "hp-start": "pc[0]",
    },
    "power": {
        "p_leak_nw": 10.51,
        "power_density_mw_per_mm2": 14.13,
        "ir_drop_uv": 73.05,
    },
    "critical_path": {
        "cp_slowest_cell": "dfxtp_4",
        "cp.required_ps": 18960,
        "startpoint": "instruction[12]",
        "cp-start-kind": "register",
        "arrival_ps": 9400,
        "worst-path-stages": 25,
        "crit_family": "adder cells",
        "crit_type": "register to output port",
        "slowest_delay_ps": 630,
        "crit_fanout": 25,
        "r2r-start": "instruction[12]",
        "endpoint_kind": "output port",
        "reg2reg_depth": 24,
        "cpMostUsedCell": "fa_1",
        "cp.buffers_inverters": 5,
    },
    "job": {
        "cap_viol_max_count": 0,
        "warnings": 27,
    },
    "floorplanning": {
        "fp_util": 0.5072,
        "rows": 76,
        "die_area_mm2": 0.04464,
        "core_mm2": 0.04317,
        "die_x_um": 211.3,
        "num_io_pins": 118,
        "die_h_um": 211.3,
    },
}
## logic make-up after synthesis
logic type      count (synthesis)  share of synthesized area
buf+inv                       593                     0.1077
compound gates                144                    0.04137
xor+xnor                      201                    0.08302
fa+ha+maj                     593                     0.4671
mux                            64                    0.04017
simple gates                  664                     0.1206
flops                         105                     0.1399
other cells                     1                  0.0001713
## per-stage QoR
step | power (mW) | std cells | utilization
after floorplan | 0.2039 | 2372 | -
after global placement | 0.2029 | 3041 | 0.5525
after detailed placement | 0.2029 | 3041 | 0.5525
after CTS | 0.3454 | 3057 | 0.5592
after global routing | 0.3499 | 3057 | 0.5592
final | 0.3411 | 3059 | 0.5593
## where the power goes
part           switching (mW)  internal (mW)  total [mW]
clock network          0.0690         0.0734       0.142
logic               0.0000251              0   0.0000343
registers                   0          0.199       0.199
total                  0.0690          0.272       0.341
## synthesized netlist by cell type (4+ instances only)
cell type and number:
nand3_1 14, buf_2 5, a21oi_1 38, a21o_1 17
nor2_2 4, a41oi_1 4, o22ai_1 21, o21a_1 8
xnor2_2 4, nor3_1 15, o31ai_1 4, inv_2 16
nand2b_1 10, nand2_1 188, nor2b_1 5, xor2_1 35
mux2i_2 21, fa_1 374, nor2_1 406, buf_4 13
clkinv_1 11, clkbuf_1 61, a31oi_1 10, ha_1 219
xnor2_1 160, mux2i_4 12, dfxtp_1 9, buf_1 7
mux2i_1 29, inv_1 473, o21ai_0 26, edfxtp_1 96
## worst paths after layout
path | endpoint | slack [ps]
worst max-delay path | result[31] | 9560
worst min-delay path | pc[0] | 440
worst max register to register | reg_file_inst.registers[1][31] | 14970
worst min register to register | pc[0] | 440
## registers in the layout, summed over array words and instances (netlist names)
register,count
reg_file_inst.registers,96
pc,5
instruction,4
## per-layer routing
layer	up-vias	share of wire
li1	7374	-
met1	8133	0.40
met2	995	0.40
met3	182	0.15
met4	2	0.054
met5	-	0.0013
## cell type report
cell class	instances	area (µm²)
fill	3830	19030
multi-input combinational	1674	16570
sequential	105	3068
inverter	500	1877
timing repair buffer	177	1602
tap	585	732.0
clock buffer	9	225.2
clock inverter	7	61.31
antenna	2	5.005
Power figures rest on the tool's default switching activity, not on a simulated workload.

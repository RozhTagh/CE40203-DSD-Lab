**flow/config.mk**
```make
export PLATFORM = sky130hd
export DESIGN_NAME = TCAM
export DESIGN_NICKNAME = TCAM
export VERILOG_FILES = /design/flow/design.v
export SDC_FILE = /design/flow/constraint.sdc
export NUM_CORES = 4
export LEC_CHECK = 1
export CORE_UTILIZATION = 50
```
**flow/run.sh**
```bash
#!/bin/bash
# OpenROAD 26Q1-2900-gdf79404cd8, Yosys 0.63+post, stock flow scripts
make -C /OpenROAD-flow-scripts/flow DESIGN_CONFIG=/design/flow/config.mk WORK_HOME=/design/flow/orfs finish
```
**flow/design.v**
```verilog
module TCAM (input_data, clk, match_address, match_found);
parameter data_size = 16;
parameter address_line = 4;
input clk;
input [data_size-1:0] input_data;
output reg [address_line-1:0] match_address;
output reg match_found;
reg [data_size-1:0] register_file [(1 << address_line)-1:0];
reg [data_size-1:0] dont_care_register_file [(1 << address_line)-1:0];
reg [data_size-1:0] data;
reg [data_size-1:0] mask;
initial begin
    register_file[0] = 16'b1010101010101010;
    register_file[1] = 16'b1001001001001001;
    register_file[2] = 16'b1100110011001100;
    register_file[3] = 16'b1110001110001110;
    register_file[4] = 16'b1001110010100011;
    register_file[5] = 16'b0101010101010101;
    register_file[6] = 16'b1111111111111111;
    register_file[7] = 16'b0000000000000000;
    register_file[8] = 16'b1010010110100101;
    register_file[9] = 16'b1001100110011001;
    register_file[10] = 16'b0011110000111100;
    register_file[11] = 16'b1010101001010101;
    register_file[12] = 16'b0011011110110110;
    register_file[13] = 16'b1100111000111100;
    register_file[14] = 16'b1001011001011001;
    register_file[15] = 16'b0011010011010011;
    dont_care_register_file[0] = 16'b1111111111111111;
    dont_care_register_file[1] = 16'b1111111111111111;
    dont_care_register_file[2] = 16'b1100111111001111;
    dont_care_register_file[3] = 16'b1100111111001111;
    dont_care_register_file[4] = 16'b0011110000111100;
    dont_care_register_file[5] = 16'b0011110000111100;
    dont_care_register_file[6] = 16'b1000111110001111;
    dont_care_register_file[7] = 16'b1000111110001111;
    dont_care_register_file[8] = 16'b1111111111111111;
    dont_care_register_file[9] = 16'b1111111111111111;
    dont_care_register_file[10] = 16'b1100111111001111;
    dont_care_register_file[11] = 16'b1100111111001111;
    dont_care_register_file[12] = 16'b0011110000111100;
    dont_care_register_file[13] = 16'b0011110000111100;
    dont_care_register_file[14] = 16'b1000111110001111;
    dont_care_register_file[15] = 16'b1000111110001111;
end
integer i, j, match_count;
always @(posedge clk) begin
    match_address = 4'b0;
    match_found = 0;
    for(i = 0; i < (1 << address_line); i = i+1) begin
        if(!match_found) begin
            match_count = 0;
            data = register_file[i];
            mask = dont_care_register_file[i];
            for (j = 0; j < data_size; j = j+1) begin
                if(!mask[j])
                    match_count = match_count+1;
                else if(data[j] == input_data[j])
                    match_count = match_count+1;
            end
            if(match_count == data_size) begin
                match_address = i;
                match_found = 1;
            end
        end
    end
end
endmodule
```
**flow/constraint.sdc**
```tcl
current_design TCAM

set clk_period 10.3
set clk_io_pct 0.2

create_clock -name clk0 -period $clk_period [get_ports {clk}]

set non_clock_inputs [all_inputs -no_clocks]
set_input_delay [expr $clk_period * $clk_io_pct] -clock clk0 $non_clock_inputs
set_output_delay [expr $clk_period * $clk_io_pct] -clock clk0 [all_outputs]
```
==> results_slide.txt <==
Flow Results at a Glance

CTS
  • Clock-pin slew on the worst setup and hold paths: 0.03 ns
  • CTS root buffer: clkbuf_16
  • Clock sink total: 5
  • H-tree Lvls: 1
  • Num CTS Buffers: 3
  • TritonCTS clock tree: done
  • Clock tree buffer depth: 2

Yosys
  • Mean Syn Cell Area: 7.08 um2
  • EDFF count, synth: 0
  • Leading area contributor after synthesis: ha_1
  • Ys cells: 2992
  • Top cells by area: ha_1, xnor2_1, nand2_1
  • Main flop type after synthesis: dfxtp_1
  • Yosys Chip Area: 0.0212 mm2
  • Async set-reset flop share out of synthesis: 0%
  • Synth top cell by count: nand2_1
  • Commonest cells in the netlist: nand2_1, xnor2_1, nor2_1, ha_1, inv_1
  • Synth Seq Share: 0.473%
  • Cells after Synth: 2992
  • Dominant cell area share: 12.1%
  • Synth Cell Area: 0.0212 mm2
  • Ys flops: 5
  • Ys Warns: 1
  • Distinct lib cells used: 108

Cells and area
  • Area grow syn2layout: 18.5%
  • Fin util: 60.0%
  • Layout cells sized above 1: 18.4%

Setup path
  • Critical Path Start Type: input port
  • CP bufs+invs: 5
  • Worst setup EP type: flop
  • CP top delay family: adder cells
  • Slowest CP cell: or3_1
  • Setup Crit Path Kind: in -> reg
  • Critical Path AT: 10.93 ns
  • CP most frequent cell: ha_4
  • Critical Path Fanout Max: 4
  • Critical path's largest stage delay: 0.38 ns
  • Required @ worst endpoint: 10.41 ns

Drt
  • Via density: 5.85
  • Antenna-violating nets left: 0
  • Post-route DRC violation count: 0
  • Via count: 22200
  • Drt pass-1 iters: 6
  • Routed WL per cell: 17.0 um
  • Total wire length: 64400 um
  • Diode count: 0
  • 1st-iter DRT viols: 1388

Power
  • PD cells: 358 mW/mm2
  • Cell Int Power: 0.00433 W
  • P_leak: 10.7 nW
  • Combinational share of power: 98.9%
  • Peak supply drop: 0.255 mV
  • Switch Pwr: 0.00466 W
  • Sequential share of power: 0.4%
  • Clock power share: 0.7%
  • Switching part of the total power: 51.8%

Placed design
  • GP Congestion: 0.964
  • Pre-CTS setup slack: -1.47 ns
  • DP Wirelength: 52300 um
  • Port Buffer Count: 21

Final timing
  • Post-layout min period: 10.82 ns
  • Worst Max-Slew Pin Slew: 0.929 ns
  • Final worst-path cycle share: 105%
  • Hold_ws: 2.95 ns
  • Unrepaired setup endpoints after global routing: yes
  • Max-slew violations: 0
  • Setup ws final: -0.521 ns
  • Setup TNS: -1.66 ns
  • Final setup viols: 5
  • Rel. slew slack: 37.6%
  • Final Hold Vio Count: 0
  • Max Freq: 0.0924 GHz

Global routing
  • Initial antenna violation count: 0
  • GRT Overall Usage: 30.3%
  • Aggregate global routing overflow: 0
  • Number of global-route vias before repair: 20500
  • Global-route wire length before repair: 106000 um
  • Largest net degree at the start of global routing: 64

Die
  • Die Size: 0.0432 mm2
  • Core footprint: 0.0419 mm2
  • Die W: 208 um
  • Row cnt: 75
  • Io pins: 22
  • Die Y: 208 um
  • Fp_density: 50.6%

Run status
  • Outcome: finished, violations left
  • Violated checks: setup timing

Run
  • Count of tool warnings: 100
  • Reported max-cap violation count: 0

Min path
  • Hold WC Path Type: reg -> out
[power groups by stage]
stage	clock (W)	combinational, W	sequential (W)
5_1_grt	0.0000646	0.00986	0.0000330
4_1_cts	0.0000634	0.00870	0.0000327
6_report	0.0000624	0.00890	0.0000326
[worst paths after layout]
path / start / to / slack (ns) / cells after the start
setup / recovery: input_data[1] / match_address[0] / -0.52 / 51
hold / removal: match_address[3] / match_address[3] / 2.95 / 1
[metrics by stage]
step / area [um2] / instances / total power, W
floorplan: 21500 / 2992 / 0.00616
global placement: 24300 / 3752 / 0.00841
detailed placement: 24300 / 3752 / 0.00853
CTS: 24700 / 3775 / 0.00879
global route: 25100 / 3794 / 0.00996
finish: 25100 / 3794 / 0.00899
[flip-flops by register name, summed over array words and instances (netlist names)]
register       flops
match_address      4
match_found        1
[cell type report]
type,instances,area [um2]
clock buffer,4,78.8
fill,3721,16800
inverter,159,614
multi-input combinational,2693,20600
sequential,5,100
tap,539,674
timing repair buffer,394,3050
[cells in the final DEF (no fill, tap or decap), types with 36 or more instances in the layout]
master,n
and2_1,53
a31oi_1,38
nor3_1,83
inv_1,137
xor2_1,124
mux2i_1,53
buf_4,363
ha_1,183
or3_1,36
xnor2_1,271
nand2_1,334
xnor3_1,56
a21oi_1,133
nor2_1,208
and3_1,39
nand4_1,38
nand2b_1,51
nor2b_1,80
o21ai_0,122
nand3_1,105
[routing by layer]
layer | global-route usage, % | vias up | share of wire [%]
met5 | 0 | - | 0
met4 | 8.63 | 0 | 3.5
met3 | 2.98 | 86 | 4.0
met2 | 51.8 | 417 | 47
met1 | 40.8 | 10300 | 46
li1 | - | 11400 | -
[timing repair]
item,CTS,global route
gates resized,45,60
hold buffers,0,0
cloned,1,0
pin swaps,37,47
setup endpoints to repair,5,5
setup buffers,19,19
[cells by family (layout without fill, tap and decap cells)]
| kind of cell | Yosys count | count (layout) | synth area share (%) |
|---|---|---|---|
| compound gates | 685 | 685 | 22.3 |
| xor+xnor | 487 | 487 | 25.6 |
| fa+ha+maj | 212 | 212 | 12.4 |
| buf+inv | 294 | 557 | 5.51 |
| flops | 5 | 5 | 0.473 |
| mux | 83 | 83 | 4.08 |
| simple gates | 1226 | 1226 | 29.6 |
Power is estimated from default activity; no workload was simulated.

==> flow/design.v <==
module Stack(
	input [3:0] data_in,
	input push,
	input pop,
	input rst,
	input clk,
	output reg [3:0] data_out,
	output reg full,
	output reg empty,
	output reg [3:0] sp
);
reg [3:0] stack_data[7:0];
integer i;
always @(posedge clk) begin
	if(rst == 1) begin
		for(i = 0; i < 8; i = i + 1) begin
			stack_data[i] = 0;
		end
		sp = 0;
		empty = 0;
		full = 0;
		data_out = 0;
	end
	if(push == 1 && full == 0) begin
		stack_data[sp] = data_in;
		sp = sp + 1;
	end
	if(pop == 1 && empty == 1) begin
		sp = sp - 1;
		data_out = stack_data[sp];
	end
	if(sp == 8) begin
		full = 1;
	end else begin
		full = 0;
	end
	if(sp == 0) begin
		empty = 0;
	end else begin
		empty = 1;
	end
end
endmodule
==> flow/run.sh <==
#!/bin/bash
# OpenROAD 26Q1-2900-gdf79404cd8, Yosys 0.63+post, stock flow scripts
make -C /OpenROAD-flow-scripts/flow DESIGN_CONFIG=/design/flow/config.mk WORK_HOME=/design/flow/orfs finish
==> flow/config.mk <==
export PLATFORM = sky130hd
export DESIGN_NAME = Stack
export DESIGN_NICKNAME = Stack
export VERILOG_FILES = /design/flow/design.v
export SDC_FILE = /design/flow/constraint.sdc
export NUM_CORES = 4
export LEC_CHECK = 1
export CORE_UTILIZATION = 30
==> flow/constraint.sdc <==
current_design Stack

set clk_period 3.0
set clk_io_pct 0.2

create_clock -name clk0 -period $clk_period [get_ports {clk}]

set non_clock_inputs [all_inputs -no_clocks]
set_input_delay [expr $clk_period * $clk_io_pct] -clock clk0 $non_clock_inputs
set_output_delay [expr $clk_period * $clk_io_pct] -clock clk0 [all_outputs]
==> results.py <==
# Metrics from the implementation run
metrics = {
    "synth": {
        "top_area_cell": "dfxtp_1",
        "edf_count": 4,
        "syn_avg_cell_area_um2": 10.5,
        "ys_ff": 42,
        "syn_inst": 215,
        "synth_area_um2": 2250,
        "yosysUniqueCellTypes": 46,
        "top_cell": "dfxtp_1",
        "ys_cells": 215,
        "topCellsByArea": "dfxtp_1, mux2_2, nor2b_1, ha_1, edfxtp_1",
        "netlist.area_leader.share": 0.338,
        "synth_warnings": 2,
        "synth-seq-area-share": 0.391,
        "top_cells_by_count": "dfxtp_1, nor2b_1, mux2_2, ha_1, nand3_1",
        "flop_cell": "dfxtp_1",
        "ys_area_um2": 2250,
        "async_flop_share": 0,
    },
    "detailed_routing": {
        "vias": 1746,
        "detail-route-antenna-nets": 0,
        "dr.pass1.iters": 4,
        "drt_wl_total_um": 5370,
        "n_antenna_cell": 0,
        "first_iter_violations": 82,
        "vias_per_cell": 4.72,
        "routedWlPerCell_um": 14.5,
        "route.detailed.drc": 0,
    },
    "place": {
        "portBuffers": 17,
        "dpl_cell_area_um2": 2890,
        "post-dp-hpwl_um": 4070,
        "gp_congestion": 0.883,
    },
    "setup_path": {
        "crit_fanout": 4,
        "cp_common_cell": "ha_4",
        "critPathKind": "in -> reg",
        "cp-end-kind": "flip-flop",
        "cpPeakStageDelay_ns": 0.29,
        "cp_cell_sequence": "buf_6 -> nand2b_4 -> buf_6 -> ha_4 -> mux2_4 -> inv_4 -> ha_4 -> ha_4 -> clkinv_4 -> a211o_1 -> nor3_4 -> a221o_1 -> a31o_2 -> o31a_1",
        "slowest_stage": "mux2_4",
        "start_kind": "primary input",
        "worstPathArrival_ns": 2.97,
        "required_ns": 3.05,
    },
    "clock_network": {
        "cts.clk_slew.worst_paths_ns": 0.08,
        "clock_latency_ns": 0.30,
        "clock-root-buffer": "clkbuf_8",
        "numCtsBuffers": 5,
        "postCtsHoldBufs": 0,
        "clock_path_buffers": 2,
        "cts_tree": "built",
        "clock_sinks": 42,
        "cts_max_level": 2,
    },
    "floorplan": {
        "fp.dieH_um": 88.6,
        "core_area_um2": 7250,
        "ios": 18,
        "num_rows": 31,
        "die_area_um2": 7850,
        "fp_util": 0.310,
        "die_w_um": 88.6,
    },
    "flow_run": {
        "drv_cap": 0,
        "log.warning_count": 35,
    },
    "power_and_ir_drop": {
        "p_leak_uw": 0.00133,
        "p_per_area_nw_per_um2": 873,
        "ir_drop_uv": 378,
    },
    "sta": {
        "maxSlewHeadroom": 0.631,
        "fin_crit_ns": 2.92,
        "fmax_mhz": 342,
        "fin_skew_ns": 0.0102,
        "post-route-period-util": 0.974,
        "finalMaxSlewViolations": 0,
        "worst_pin_slew_ns": 0.551,
        "fin_tns_setup_ns": 0,
        "hold_viol_final": 0,
        "finalSetupViolations": 0,
    },
    "finish": {
        "postLayoutCellArea_um2": 3080,
        "nFillCells": 685,
        "area.growth.synth_to_final_pct": 36.9,
        "drive_gt1_frac": 0.373,
    },
    "grt": {
        "grt_max_degree": 19,
        "antenna_found_initial": 0,
        "grt_use_total": 0.153,
        "grt_pass1_vias": 1772,
        "gr-total-overflow": 0,
        "grt_pass1_wl_um": 9030,
    },
    "hold_path": {
        "worstHoldPathType": "reg -> reg",
    },
    "run_status": {
        "outcome": "finished clean",
    },
}
==> placed cells by master, fill, tap and decap left out, drive strengths merged, types with 5 or more instances in the layout <==
cell type,instances
a21oi,5
buf,41
clkbuf,6
clkdlybuf4s50,15
dfxtp,38
ha,13
inv,8
mux2,29
nand2,8
nand3,10
nor2,7
nor2b,30
==> critical path: cells and delay by family <==
family	cells	cell delay [ns]
AND/OR/NAND/NOR	2	0.21
adder cells (fa/ha/maj)	3	0.58
buffers and inverters	4	0.33
AND-OR/OR-AND	4	0.97
multiplexers	1	0.29
==> layout make-up <==
cell class | count | area (um^2) | share of cell area
clock buffer | 6 | 82.6 | 0.0268
clock inverter | 2 | 60.1 | 0.0195
inverter | 9 | 41.3 | 0.0134
multi-input combinational | 155 | 1420 | 0.459
sequential | 42 | 881 | 0.286
tap | 99 | 124 | 0.0402
timing repair buffer | 57 | 478 | 0.155
==> worst paths after layout <==
check                    from               end  slack (ns)  cells after the start
min          stack_data[7][2]  stack_data[7][2]        0.49                      1
max reg2reg             sp[1]       data_out[2]        0.15                     13
min reg2reg  stack_data[7][2]  stack_data[7][2]        0.49                      1
max                       rst       data_out[2]        0.08                     14
==> state kept, by name, indices dropped and copies added, names as in the netlist <==
signal	flops
stack_data	32
data_out	4
sp	4
empty	1
full	1
==> where the power goes <==
part	switching [uW]	total (uW)	internal, uW
clock network	197	552	355
registers	52.3	773	720
logic	612	1360	753
total	861	2690	1830
==> kinds of logic after synthesis <==
group	synth area share
AOI/OAI and AO/OA	0.134
buffers and inverters	0.0345
adders and majority gates	0.0723
xor gates and xnor gates	0.0156
DFF	0.391
and+or+nand+nor	0.196
muxes	0.156
==> through the flow <==
step | instances | total power (uW) | worst slack [ns] | hold WS [ns] | util
6_report | 370 | 2690 | 0.0773 | 0.489 | 0.425
5_1_grt | 370 | 2860 | -0.00319 | 0.517 | 0.425
4_1_cts | 368 | 2660 | 0.00192 | 0.490 | 0.419
3_5_place_dp | 360 | 2090 | -0.674 | 0.468 | 0.398
3_3_place_gp | 360 | 2090 | -0.621 | 0.464 | 0.398
2_1_floorplan | 215 | 1580 | -0.212 | 0.450 | -
==> repair_timing <==
action                                  in CTS  in global routing
endpoints found under the hold margin        0                  0
gates cloned                                 0                  0
pin swaps                                    1                  5
endpoints found under the setup margin       4                  4
buffers inserted                             0                  2
gates resized                                4                  9
==> metal layers <==
metal | wire length, um | global-route usage
met1 | 2720 | 0.239
met2 | 2400 | 0.242
met3 | 186 | 0.0189
met4 | 59 | 0.0147
met5 | 0 | 0
Power figures rest on the tool's default switching activity, not on a simulated workload.
